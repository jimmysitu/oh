--- ./config.mk ---
export PLATFORM = sky130hd
export DESIGN_NAME = spi_master_fifo
export DESIGN_NICKNAME = spi_master_fifo
export VERILOG_FILES = /design/flow/design.v
export SDC_FILE = /design/flow/constraint.sdc
export NUM_CORES = 4
export LEC_CHECK = 1
export CORE_UTILIZATION = 40
--- ./constraint.sdc ---
current_design spi_master_fifo

set clk_period 6.8
set clk_io_pct 0.2

create_clock -name clk0 -period $clk_period [get_ports {clk}]

set non_clock_inputs [all_inputs -no_clocks]
set_input_delay [expr $clk_period * $clk_io_pct] -clock clk0 $non_clock_inputs
set_output_delay [expr $clk_period * $clk_io_pct] -clock clk0 [all_outputs]
--- ./design.v ---
module oh_fifo_sync #(parameter DW        = 104,       
		      parameter DEPTH     = 32,        
		      parameter PROG_FULL = (DEPTH/2), 
		      parameter AW = $clog2(DEPTH)     
		      ) 
(
   input 	       clk,  
   input 	       nreset,  
   input [DW-1:0]      din,  
   input 	       wr_en,  
   input 	       rd_en,  
   output [DW-1:0]     dout,  
   output 	       full,  
   output 	       prog_full,  
   output 	       empty,  
   output reg [AW-1:0] rd_count      
 );
   reg [AW-1:0]        wr_addr;
   reg [AW-1:0]        rd_addr;
   wire 	       fifo_read;
   wire 	       fifo_write;
   assign empty       = (rd_count[AW-1:0] == 0);   
   assign prog_full   = (rd_count[AW-1:0] >= PROG_FULL);   
   assign full        = (rd_count[AW-1:0] == (DEPTH-1));
   assign fifo_read   = rd_en & ~empty;
   assign fifo_write  = wr_en & ~full;
   always @ ( posedge clk or negedge nreset) 
     if(!nreset) 
       begin	   
          wr_addr[AW-1:0]   <= 'd0;
          rd_addr[AW-1:0]   <= 'b0;
          rd_count[AW-1:0]  <= 'b0;
       end 
     else if(fifo_write & fifo_read) 
       begin
	  wr_addr[AW-1:0] <= wr_addr[AW-1:0] + 'd1;
	  rd_addr[AW-1:0] <= rd_addr[AW-1:0] + 'd1;	      
       end 
     else if(fifo_write) 
       begin
	  wr_addr[AW-1:0] <= wr_addr[AW-1:0]  + 'd1;
	  rd_count[AW-1:0]<= rd_count[AW-1:0] + 'd1;	
       end 
     else if(fifo_read) 
       begin	      
          rd_addr[AW-1:0] <= rd_addr[AW-1:0]  + 'd1;
          rd_count[AW-1:0]<= rd_count[AW-1:0] - 'd1;
       end
   oh_memory_dp 
     #(.DW(DW),
       .DEPTH(DEPTH))
   mem ( 
	.rd_dout	(dout[DW-1:0]),
	.rd_clk		(clk),
	.rd_en		(fifo_read),
	.rd_addr	(rd_addr[AW-1:0]),
	.wr_clk		(clk),
	.wr_en		(fifo_write),
  	.wr_wem		({(DW){1'b1}}),
	.wr_addr	(wr_addr[AW-1:0]),
	.wr_din	        (din[DW-1:0]));
endmodule  
module oh_memory_dp # (parameter DW    = 104,       
		       parameter DEPTH = 32,        
		       parameter PROJ  = "",        
		       parameter ASIC  = 0,          
		       parameter MCW   = 8,          
		       parameter AW    = $clog2(DEPTH)  
		       ) 
   ( 
    input 	    wr_clk,  
    input 	    wr_en,  
    input [DW-1:0]  wr_wem,  
    input [AW-1:0]  wr_addr, 
    input [DW-1:0]  wr_din,  
    input 	    rd_clk,  
    input 	    rd_en,  
    input [AW-1:0]  rd_addr, 
    output [DW-1:0] rd_dout, 
    input 	    shutdown,  
    input [MCW-1:0] memconfig,  
    input [MCW-1:0] memrepair,  
    input 	    bist_en,  
    input 	    bist_we,  
    input [DW-1:0]  bist_wem,  
    input [AW-1:0]  bist_addr,  
    input [DW-1:0]  bist_din   
    );
   generate
      if(ASIC)
	begin : asic
	   oh_memory_ram #(.DW(DW),
			   .DEPTH(DEPTH))	     
	   memory_dp ( 
		      .rd_dout	(rd_dout[DW-1:0]),
		      .rd_clk	(rd_clk),
		      .rd_en	(rd_en),
		      .rd_addr	(rd_addr[AW-1:0]),
		      .wr_en	(wr_en),
		      .wr_clk	(wr_clk),
		      .wr_addr	(wr_addr[AW-1:0]),
		      .wr_wem	(wr_wem[DW-1:0]),
		      .wr_din	(wr_din[DW-1:0]));
	end  
      else
	begin : generic
	   oh_memory_ram #(.DW(DW),
			   .DEPTH(DEPTH))	     
	   memory_dp ( 
		      .rd_dout	(rd_dout[DW-1:0]),
		      .rd_clk	(rd_clk),
		      .rd_en	(rd_en),
		      .rd_addr	(rd_addr[AW-1:0]),
		      .wr_en	(wr_en),
		      .wr_clk	(wr_clk),
		      .wr_addr	(wr_addr[AW-1:0]),
		      .wr_wem	(wr_wem[DW-1:0]),
		      .wr_din	(wr_din[DW-1:0]));
	end  
   endgenerate
endmodule  
module oh_memory_ram  # (parameter DW    = 104,            
			 parameter DEPTH = 32,             
			 parameter AW    = $clog2(DEPTH)   
			 ) 
   ( 
    input 		rd_clk, 
    input 		rd_en,  
    input [AW-1:0] 	rd_addr,  
    output reg [DW-1:0] rd_dout,  
    input 		wr_clk, 
    input 		wr_en,  
    input [AW-1:0] 	wr_addr,  
    input [DW-1:0] 	wr_wem,  
    input [DW-1:0] 	wr_din  
    );
   reg [DW-1:0]        ram    [DEPTH-1:0];  
   integer 	       i;
   always @ (posedge rd_clk)
     if(rd_en)       
       rd_dout[DW-1:0] <= ram[rd_addr[AW-1:0]];
   always @(posedge wr_clk)    
     for (i=0;i<DW;i=i+1)
       if (wr_en & wr_wem[i]) 
         ram[wr_addr[AW-1:0]][i] <= wr_din[i];
endmodule  
module oh_par2ser #(parameter PW = 64,  
		    parameter SW = 1,   
		    parameter CW = $clog2(PW/SW)   
		    )
   (
    input 	    clk,  
    input 	    nreset,  
    input [PW-1:0]  din,  
    output [SW-1:0] dout,  
    output 	    access_out, 
    input 	    load,  
    input 	    shift,  
    input [7:0]     datasize,  
    input 	    lsbfirst,  
    input 	    fill,  
    input 	    wait_in,  
    output 	    wait_out  
    );
   reg [PW-1:0]    shiftreg;
   reg [CW-1:0]    count;
   wire 	   start_transfer;
   wire 	   busy;
   assign start_transfer = load &  ~wait_in & ~busy;
   always @ (posedge clk or negedge nreset)
     if(!nreset)
       count[CW-1:0] <= 'b0;   
     else if(start_transfer)
       count[CW-1:0] <= datasize[CW-1:0];   
     else if(shift & busy)
       count[CW-1:0] <= count[CW-1:0] - 1'b1;
   assign busy = |count[CW-1:0];
   assign access_out = busy;
   assign wait_out  = wait_in | busy;
   always @ (posedge clk)
     if(start_transfer)
       shiftreg[PW-1:0] = din[PW-1:0];
     else if(shift & lsbfirst)		 
       shiftreg[PW-1:0] = {{(SW){fill}}, shiftreg[PW-1:SW]};
     else if(shift)
       shiftreg[PW-1:0] = {shiftreg[PW-SW-1:0],{(SW){fill}}};
   assign dout[SW-1:0] = lsbfirst ? shiftreg[SW-1:0] : 
			            shiftreg[PW-1:PW-SW];	
endmodule  
module packet2emesh #(parameter AW = 32,    
		      parameter PW = 104)   
   (
    input [PW-1:0]  packet_in,
    output 	    write_in,    
    output [1:0]    datamode_in, 
    output [4:0]    ctrlmode_in, 
    output [AW-1:0] dstaddr_in,  
    output [AW-1:0] srcaddr_in,  
    output [AW-1:0] data_in  
    );
   generate
      if(PW==104)
	begin : p104
	   assign write_in           = packet_in[0];   
	   assign datamode_in[1:0]   = packet_in[2:1];   
	   assign ctrlmode_in[4:0]   = {1'b0,packet_in[6:3]};   
	   assign dstaddr_in[31:0]   = packet_in[39:8]; 	 
	   assign srcaddr_in[31:0]   = packet_in[103:72];  
	   assign data_in[31:0]      = packet_in[71:40]; 
	end
      else if(PW==136)
	begin : p136
	   assign write_in           = packet_in[0];
	   assign datamode_in[1:0]   = packet_in[2:1];  
	   assign ctrlmode_in[4:0]   = packet_in[7:3];
	   assign dstaddr_in[63:0]   = {packet_in[135:104],packet_in[39:8]}; 
	   assign srcaddr_in[63:0]   = {packet_in[71:40],packet_in[135:72]};
	   assign data_in[63:0]      = packet_in[103:40];
	end
      else if(PW==72)
	begin : p72
	   assign write_in           = packet_in[0];
	   assign datamode_in[1:0]   = packet_in[2:1];  
	   assign ctrlmode_in[4:0]   = packet_in[7:3];
	   assign dstaddr_in[31:0]   = packet_in[39:8]; 
	   assign data_in[31:0]      = packet_in[71:40];
	end
      else if(PW==40)
	begin : p40
	   assign write_in           = packet_in[0];
	   assign datamode_in[1:0]   = packet_in[2:1];  
	   assign ctrlmode_in[4:0]   = packet_in[7:3];
	   assign dstaddr_in[15:0]   = packet_in[23:8]; 
	   assign data_in[15:0]      = packet_in[39:24];
	end
      else
	begin : unknown
	end
   endgenerate
endmodule  
module spi_master_fifo #(parameter  DEPTH = 16,   
			 parameter  AW    = 32,   
			 parameter  PW    = 104,  
			 parameter  SW    = 8     
			 )
   (
    input 	    clk,  
    input 	    nreset,  
    input 	    spi_en,  
    output 	    fifo_prog_full,  
    input 	    access_in,  
    input [PW-1:0]  packet_in,  
    output 	    wait_out,  
    input 	    fifo_read,  
    output 	    fifo_empty,  
    output [SW-1:0] fifo_dout  
    );
   localparam  FAW   = $clog2(DEPTH);  
   localparam  SRW   = $clog2(PW/SW);   
   wire [7:0] 	    datasize;
   wire [PW-1:0]    tx_data;
   wire [SW-1:0]    fifo_din;
   wire 	    tx_write;
   wire 	    fifo_wait;
   wire 	    fifo_wr;
   wire 	    fifo_full;
   wire [4:0]		ctrlmode_in;		 
   wire [AW-1:0]	data_in;		 
   wire [1:0]		datamode_in;		 
   wire [AW-1:0]	dstaddr_in;		 
   wire [AW-1:0]	srcaddr_in;		 
   wire			write_in;		 
   packet2emesh #(.AW(AW),
		  .PW(PW))
   p2e ( 
	.write_in			(write_in),
	.datamode_in			(datamode_in[1:0]),
	.ctrlmode_in			(ctrlmode_in[4:0]),
	.dstaddr_in			(dstaddr_in[AW-1:0]),
	.srcaddr_in			(srcaddr_in[AW-1:0]),
	.data_in			(data_in[AW-1:0]),
	.packet_in			(packet_in[PW-1:0]));
   assign datasize[7:0] = (1<<datamode_in[1:0]);
   assign tx_write =  spi_en     & 
		      write_in   & 
		      access_in  &
		      ~fifo_wait &
		      (dstaddr_in[5:0]==6'd8);
   assign wait_out = fifo_wait;  
   assign tx_data[PW-1:0] = {{(40){1'b0}},
			     srcaddr_in[AW-1:0], 
			     data_in[AW-1:0]};
   oh_par2ser #(.PW(PW),
		.SW(SW))
   oh_par2ser ( 
	       .dout	    (fifo_din[SW-1:0]),
	       .access_out  (fifo_wr),
	       .wait_out    (fifo_wait),
	       .clk	    (clk),
	       .nreset	    (nreset),
	       .din	    (tx_data[PW-1:0]),
	       .shift	    (1'b1),
	       .datasize    (datasize[7:0]),
	       .load	    (tx_write),
	       .lsbfirst    (1'b1),
	       .fill	    (1'b0),
	       .wait_in	    (fifo_prog_full)
	       );
   oh_fifo_sync #(.DEPTH(DEPTH),
                  .DW(SW))
   fifo( 
	.dout		(fifo_dout[7:0]),
	.full		(fifo_full),
	.prog_full	(fifo_prog_full),
	.empty		(fifo_empty),
	.rd_count	(),
	.clk		(clk),
	.nreset		(nreset),
	.din		(fifo_din[7:0]),
	.wr_en		(fifo_wr),
	.rd_en		(fifo_read));
endmodule  
--- ./run.sh ---
#!/bin/bash
# OpenROAD 26Q1-2900-gdf79404cd8, Yosys 0.63+post, stock flow scripts
make -C /OpenROAD-flow-scripts/flow DESIGN_CONFIG=/design/flow/config.mk WORK_HOME=/design/flow/orfs finish
==> flow_metrics.py <==
# Auto-generated metrics
metrics = {
    "floorplan": {
        "io_pins": 120,
        "initial_core_util": 0.407,
        "die_h_um": 148,
        "fp.dieW_um": 148,
        "coreArea_mm2": 0.0210,
        "fp-row-count": 53,
        "dieArea_mm2": 0.0219,
    },
    "logic_synthesis": {
        "syn_inst": 487,
        "ys_sh_aoi": 0.0396,
        "synth.cellmix.adderShare": 0.0185,
        "synth.mux.area_fraction": 0.182,
        "flop_cell": "edfxtp_1",
        "yosys.area_share.simple": 0.0445,
        "ys.warnings.count": 3,
        "post_synth.cell_area_avg_um2": 17.5,
        "synth_cell_types": 47,
        "edf_count": 136,
        "ys_seq_elements": 216,
        "seq_area_frac_synth": 0.676,
        "synth.cell_area_mm2": 0.00852,
        "ys_area_mm2": 0.00852,
        "yosys-dominant-comb-family": "multiplexers",
        "synth_area_leader_cell": "edfxtp_1",
        "synth.area.top_cells": "edfxtp_1, dfxtp_1, mux2_4",
        "synth.top_cell.area_share": 0.479,
        "ys_cells": 487,
        "xor_area_frac": 0.0113,
        "synth-async-reset-ratio": 0.0741,
    },
    "grt": {
        "grt_util_all_layers": 0.146,
        "global_route_wire_length_before_repair_um": 23200,
        "grt_pass1_vias": 4472,
        "antenna_violations_before_repair": 0,
        "grt_overflow_total": 0,
        "grt_max_degree": 44,
    },
    "placement": {
        "place.detailed.hpwl_um": 9650,
        "place_area_mm2": 0.00962,
        "gp_congestion": 0.776,
        "port-buffer-count": 88,
    },
    "worst_setup_path": {
        "critPathSlowestCell": "or4b_4",
        "worstSetupEndpointType": "output pin",
        "arrival_ns": 2.10,
        "critical_path_class": "reg -> out",
        "critPathMaxStageDelay_ns": 0.49,
        "crit_path_start_kind": "register",
        "worstPathMaxFanout": 3,
        "cp_data_required_time_ns": 5.44,
        "cp_cell_sequence": "inv_1, ha_1, or4b_4, clkdlybuf4s50_1",
    },
    "timing": {
        "timing.final.max_slew_violations": 0,
        "setup_repair_after_global_routing_missed_its_margin": "no",
        "tightest_slew_ns": 0.890,
        "totalNegativeSetupSlack_ns": 0,
        "clock.fmax_ghz": 0.289,
        "post_layout_period_usage_of_the_worst_path": 0.509,
        "relSlewSlack": 0.407,
        "finClkSkew_ns": 0.00844,
        "hold_slack_ns": 0.449,
        "final_critical_delay_including_setup_and_external_delays_ns": 3.46,
        "timing_hold_violations_final": 0,
        "finalSetupViolations": 0,
    },
    "worst_hold_path": {
        "hold_class": "reg -> reg",
    },
    "status": {
        "status": "finished clean",
    },
    "cts": {
        "post_cts_resized": 0,
        "cts_tree": "done",
        "ctsRootBufferMaster": "clkbuf_16",
        "clk_latency_ns": 0.50,
        "clk_pin_slew_ns": 0.06,
        "cts_htree_levels": 1,
        "clock_sinks": 216,
        "post_cts_setup_repair_buffer_count": 0,
        "clockBufferDepth": 3,
        "cts_inserted_buffers": 23,
        "cts_hold_buffers": 0,
    },
    "power": {
        "peak_supply_drop_uv": 200,
        "total_leakage_power_uw": 0.00386,
        "pwr_density_cell_mw_per_mm2": 383,
    },
    "layout": {
        "layout.cell_area.non_filler_mm2": 0.0103,
        "area.growth.synth_to_final_pct": 20.8,
        "mostFrequentLayoutCells": "edfxtp_1, clkdlybuf4s50_1, dfxtp_1, mux2_4, mux2i_1",
        "final_layout_size_suffix_gt1_frac": 0.197,
        "layout_top_cell": "edfxtp_1",
    },
    "route": {
        "post_drt_wl_per_cell_um": 16.7,
        "drt.antenna.violating_nets": 0,
        "drtPass1Iterations": 4,
        "detail_route.antenna_diodes": 0,
        "drc": 0,
        "final_wl_um": 14600,
        "routed_via_density": 4.99,
        "vias": 4353,
        "detailedRoute.firstIterationViolations": 170,
    },
    "flow_run": {
        "tool_warnings": 61,
        "drv.max_cap_violation_count": 0,
    },
}
## logic make-up (layout without fill, tap and decap cells)
| logic type | count (synthesis) | after routing |
|---|---|---|
| AND-OR/OR-AND | 44 | 44 |
| AND/OR/NAND/NOR | 62 | 62 |
| XOR/XNOR | 11 | 11 |
| multiplexers | 107 | 107 |
| adder cells (fa/ha/maj) | 12 | 12 |
| buffers and inverters | 35 | 146 |
| flip-flops | 216 | 216 |
## synth_stat cells (2+ instances only)
| library cell | number |
|---|---|
| edfxtp_1 | 136 |
| nand3_1 | 2 |
| a22oi_1 | 8 |
| buf_2 | 8 |
| buf_12 | 5 |
| and2_1 | 13 |
| mux2_4 | 55 |
| dfrtp_1 | 16 |
| nor3_1 | 4 |
| mux2i_1 | 33 |
| xnor2_1 | 10 |
| a21oi_1 | 2 |
| clkbuf_1 | 11 |
| and4_1 | 5 |
| mux2_2 | 2 |
| mux4_2 | 16 |
| nor2_1 | 3 |
| inv_1 | 9 |
| ha_1 | 11 |
| nor3b_1 | 4 |
| buf_6 | 2 |
| nand2_1 | 16 |
| and3_1 | 4 |
| dfxtp_1 | 64 |
| nor2b_1 | 2 |
| a221oi_1 | 16 |
| o21ai_0 | 10 |
## worst max-delay path, delay by kind of cell (launching register included)
kind	cells	cell delay, ns
buf+inv	2	0.52
fa+ha+maj	1	0.18
simple gates	1	0.49
flops	1	0.40
## routing by layer
metal / vias to the layer above / global-route usage / part of all wire
li1: 2064 / - / -
met1: 2067 / 0.192 / 0.39
met2: 202 / 0.225 / 0.48
met3: 20 / 0.0784 / 0.11
met4: 0 / 0.0258 / 0.016
met5: - / 0 / 0
## flip-flops by register name, summed over array words and instances, names as in the netlist
signal and cells:
fifo.mem.generic.memory_dp.ram 128, oh_par2ser.shiftreg 64, fifo.mem.generic.memory_dp.rd_dout 8, fifo.rd_addr 4, fifo.rd_count 4, fifo.wr_addr 4
oh_par2ser.count 4
## area by class of cell
class / instances / area, um2
timing repair buffer: 95 / 933
fill: 1715 / 10700
clock buffer: 35 / 641
sequential: 216 / 5770
clock inverter: 7 / 45.0
inverter: 9 / 33.8
multi-input combinational: 236 / 2540
tap: 275 / 344
## metrics by stage
step,instances,utilization,setup WS (ns),power (uW)
2_1_floorplan,487,-,4.16,2510
3_3_place_gp,831,0.459,3.06,2830
3_5_place_dp,831,0.459,3.06,2860
4_1_cts,873,0.492,3.32,3990
5_1_grt,873,0.492,3.24,4170
6_report,873,0.492,3.34,3940
## path summary, 6_finish.rpt
kind	depth (start not counted)	from	slack, ns	to
min in group asynchronous	1	nreset	1.31	oh_par2ser.count[1]
hold reg to reg	1	oh_par2ser.shiftreg[8]	0.45	oh_par2ser.shiftreg[0]
hold / removal	1	oh_par2ser.shiftreg[8]	0.45	oh_par2ser.shiftreg[0]
setup / recovery	4	oh_par2ser.count[0]	3.34	wait_out
setup reg to reg	8	oh_par2ser.count[0]	4.03	fifo.rd_addr[1]
max in group asynchronous	1	nreset	4.96	fifo.rd_addr[0]
## report_power, final
part           total [uW]  internal (uW)  switching (uW)
registers            1840           1660             175
clock network        1120            651             470
logic                 983            493             490
total                3940           2810            1130
Power figures rest on the tool's default switching activity, not on a simulated workload.
